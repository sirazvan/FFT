`flow/config.mk`:
```
export PLATFORM = sky130hd
export DESIGN_NAME = FFT
export DESIGN_NICKNAME = FFT
export VERILOG_FILES = /design/flow/design.v
export SDC_FILE = /design/flow/constraint.sdc
export NUM_CORES = 4
export LEC_CHECK = 1
export CORE_UTILIZATION = 50
export SYNTH_HDL_FRONTEND = slang
```
`flow/constraint.sdc`:
```
current_design FFT

set clk_period 9.2
set clk_io_pct 0.2

create_clock -name clk0 -period $clk_period [get_ports {clk}]

set non_clock_inputs [all_inputs -no_clocks]
set_input_delay [expr $clk_period * $clk_io_pct] -clock clk0 $non_clock_inputs
set_output_delay [expr $clk_period * $clk_io_pct] -clock clk0 [all_outputs]
```
`flow/design.v`:
```
module FFT #(
  parameter int DATA_WIDTH = 16
)(
  input  logic clk,
  input  logic rst_n,
  input  logic enable,
  input  logic signed [DATA_WIDTH-1:0] zr[0:15],
  input  logic signed [DATA_WIDTH-1:0] zi[0:15],
  output logic signed [DATA_WIDTH-1:0] Zr[0:15],
  output logic signed [DATA_WIDTH-1:0] Zi[0:15]
);
  logic signed [DATA_WIDTH-1:0] stage3_r[0:15];
  logic signed [DATA_WIDTH-1:0] stage3_i[0:15];
  logic signed [DATA_WIDTH-1:0] stage2_r[0:15]; 
  logic signed [DATA_WIDTH-1:0] stage2_i[0:15];
  logic signed [DATA_WIDTH-1:0] stage1_r[0:15]; 
  logic signed [DATA_WIDTH-1:0] stage1_i[0:15];
  logic signed [DATA_WIDTH-1:0] stage0_r[0:15];
  logic signed [DATA_WIDTH-1:0] stage0_i[0:15];
  localparam INVERT_MODE = 1'b0;
  localparam TWIDDLE_IMAG = 0;
  localparam TWIDDLE_REAL = 0;
  genvar i;
  generate
    for (i = 0; i < 8; i = i + 1) begin : stage4_3
      butterfly_type1 #(.DATA_WIDTH(DATA_WIDTH)) bfly (
        .clk(clk),
        .enable(enable),
        .rst_n(rst_n),
        .real_in0(zr[i]), 
        .imag_in0(zi[i]),
        .real_in1(zr[i+8]), 
        .imag_in1(zi[i+8]),
        .real_out0(stage3_r[i]), 
        .imag_out0(stage3_i[i]),
        .real_out1(stage3_r[i+8]), 
        .imag_out1(stage3_i[i+8])
      );
    end
  endgenerate
generate
  for (i = 0; i < 4; i = i + 1) begin : stage3_2_type1
    butterfly_type1 #(.DATA_WIDTH(DATA_WIDTH)) bfly (
      .clk(clk),
      .enable(enable),
      .rst_n(rst_n),
      .real_in0(stage3_r[i]), 
      .imag_in0(stage3_i[i]),
      .real_in1(stage3_r[i+4]), 
      .imag_in1(stage3_i[i+4]),
      .real_out0(stage2_r[i]),          
      .imag_out0(stage2_i[i]),
      .real_out1(stage2_r[i+4]),        
      .imag_out1(stage2_i[i+4])
    );
  end
endgenerate
generate
  for (i = 0; i < 4; i = i + 1) begin : stage3_2_type2
    butterfly_type2 #(.DATA_WIDTH(DATA_WIDTH)) bfly (
      .clk(clk),
      .enable(enable),
      .rst_n(rst_n),
      .real_in0(stage3_r[i+8]), 
      .imag_in0(stage3_i[i+8]),
      .real_in1(stage3_r[i+12]), 
      .imag_in1(stage3_i[i+12]),
      .real_out0(stage2_r[i+8]),        
      .imag_out0(stage2_i[i+8]),
      .real_out1(stage2_r[i+12]),       
      .imag_out1(stage2_i[i+12])
    );
  end
endgenerate
generate
  for (i = 0; i < 2; i = i + 1) begin : stage2_1_type1
    butterfly_type1 #(.DATA_WIDTH(DATA_WIDTH)) bfly (
      .clk(clk),
      .enable(enable),
      .rst_n(rst_n),
      .real_in0(stage2_r[i]),         
      .imag_in0(stage2_i[i]),
      .real_in1(stage2_r[i + 2]),     
      .imag_in1(stage2_i[i + 2]),
      .real_out0(stage1_r[i]),        
      .imag_out0(stage1_i[i]),
      .real_out1(stage1_r[i + 2]),    
      .imag_out1(stage1_i[i + 2])
    );
  end
endgenerate
generate
  for (i = 0; i < 2; i = i + 1) begin : stage2_1_type2
    butterfly_type2 #(.DATA_WIDTH(DATA_WIDTH)) bfly (
      .clk(clk),
      .enable(enable),
      .rst_n(rst_n),
      .real_in0(stage2_r[i + 4]),     
      .imag_in0(stage2_i[i + 4]),
      .real_in1(stage2_r[i + 6]),     
      .imag_in1(stage2_i[i + 6]),
      .real_out0(stage1_r[i + 4]),    
      .imag_out0(stage1_i[i + 4]),
      .real_out1(stage1_r[i + 6]),    
      .imag_out1(stage1_i[i + 6])
    );
  end
endgenerate
generate
  for (i = 0; i < 2; i = i + 1) begin : stage2_1_type3_0
    butterfly_type3 #(
      .DATA_WIDTH(DATA_WIDTH),
      .INVERT_MODE(0)
    ) bfly (
      .clk(clk),
      .enable(enable),
      .rst_n(rst_n),
      .real_in0(stage2_r[i + 8]),     
      .imag_in0(stage2_i[i + 8]),
      .real_in1(stage2_r[i + 10]),    
      .imag_in1(stage2_i[i + 10]),
      .real_out0(stage1_r[i + 8]),    
      .imag_out0(stage1_i[i + 8]),
      .real_out1(stage1_r[i + 10]),   
      .imag_out1(stage1_i[i + 10])
    );
  end
endgenerate
generate
  for (i = 0; i < 2; i = i + 1) begin : stage2_1_type3_1
    butterfly_type3 #(
      .DATA_WIDTH(DATA_WIDTH),
      .INVERT_MODE(1)
    ) bfly (
      .clk(clk),
      .enable(enable),
      .rst_n(rst_n),
      .real_in0(stage2_r[i + 12]),    
      .imag_in0(stage2_i[i + 12]),
      .real_in1(stage2_r[i + 14]),    
      .imag_in1(stage2_i[i + 14]),
      .real_out0(stage1_r[i + 12]),   
      .imag_out0(stage1_i[i + 12]),
      .real_out1(stage1_r[i + 14]),   
      .imag_out1(stage1_i[i + 14])
    );
  end
endgenerate
  butterfly_type1 #(.DATA_WIDTH(DATA_WIDTH)) bfly_stage1_0 (
    .clk(clk),
    .enable(enable),
    .rst_n(rst_n),
    .real_in0(stage1_r[0]), 
    .imag_in0(stage1_i[0]),
    .real_in1(stage1_r[1]), 
    .imag_in1(stage1_i[1]),
    .real_out0(stage0_r[0]), 
    .imag_out0(stage0_i[0]),
    .real_out1(stage0_r[1]), 
    .imag_out1(stage0_i[1])
  );
  butterfly_type2 #(.DATA_WIDTH(DATA_WIDTH)) bfly_stage1_1 (
    .clk(clk),
    .enable(enable),
    .rst_n(rst_n),
    .real_in0(stage1_r[2]), 
    .imag_in0(stage1_i[2]),
    .real_in1(stage1_r[3]), 
    .imag_in1(stage1_i[3]),
    .real_out0(stage0_r[2]), 
    .imag_out0(stage0_i[2]),
    .real_out1(stage0_r[3]), 
    .imag_out1(stage0_i[3])
  );
  butterfly_type3 #(
    .DATA_WIDTH(DATA_WIDTH),
    .INVERT_MODE(INVERT_MODE)
  ) bfly_stage1_2 (
    .clk(clk),
    .enable(enable),
    .rst_n(rst_n),
    .real_in0(stage1_r[4]), 
    .imag_in0(stage1_i[4]),
    .real_in1(stage1_r[5]), 
    .imag_in1(stage1_i[5]),
    .real_out0(stage0_r[4]), 
    .imag_out0(stage0_i[4]),
    .real_out1(stage0_r[5]), 
    .imag_out1(stage0_i[5])
  );
  butterfly_type3 #(
    .DATA_WIDTH(DATA_WIDTH),
    .INVERT_MODE(!INVERT_MODE)
  ) bfly_stage1_4 (
    .clk(clk),
    .enable(enable),
    .rst_n(rst_n),
    .real_in0(stage1_r[6]), 
    .imag_in0(stage1_i[6]),
    .real_in1(stage1_r[7]), 
    .imag_in1(stage1_i[7]),
    .real_out0(stage0_r[6]), 
    .imag_out0(stage0_i[6]),
    .real_out1(stage0_r[7]), 
    .imag_out1(stage0_i[7])
  );
  butterfly_type4 #(
    .DATA_WIDTH(DATA_WIDTH),
    .TWIDDLE_REAL(-1*TWIDDLE_REAL),   
    .TWIDDLE_IMAG(TWIDDLE_IMAG)     
  ) bfly_8_9 (
    .clk(clk),
    .enable(enable),
    .rst_n(rst_n),
    .real_in0(stage1_r[8]), 
    .imag_in0(stage1_i[8]),
    .real_in1(stage1_r[9]), 
    .imag_in1(stage1_i[9]),
    .real_out0(stage0_r[8]), 
    .imag_out0(stage0_i[8]),
    .real_out1(stage0_r[9]), 
    .imag_out1(stage0_i[9])
  );
  butterfly_type4 #(
    .DATA_WIDTH(DATA_WIDTH),
    .TWIDDLE_REAL(TWIDDLE_IMAG),    
    .TWIDDLE_IMAG(TWIDDLE_REAL)     
  ) bfly_10_11 (
    .clk(clk),
    .enable(enable),
    .rst_n(rst_n),
    .real_in0(stage1_r[10]), 
    .imag_in0(stage1_i[10]),
    .real_in1(stage1_r[11]), 
    .imag_in1(stage1_i[11]),
    .real_out0(stage0_r[10]), 
    .imag_out0(stage0_i[10]),
    .real_out1(stage0_r[11]), 
    .imag_out1(stage0_i[11])
  );
  butterfly_type4 #(
    .DATA_WIDTH(DATA_WIDTH),
    .TWIDDLE_REAL(-1*TWIDDLE_IMAG),   
    .TWIDDLE_IMAG(TWIDDLE_REAL)     
  ) bfly_12_13 (
    .clk(clk),
    .enable(enable),
    .rst_n(rst_n),
    .real_in0(stage1_r[12]), 
    .imag_in0(stage1_i[12]),
    .real_in1(stage1_r[13]), 
    .imag_in1(stage1_i[13]),
    .real_out0(stage0_r[12]), 
    .imag_out0(stage0_i[12]),
    .real_out1(stage0_r[13]), 
    .imag_out1(stage0_i[13])
  );
  butterfly_type4 #(
    .DATA_WIDTH(DATA_WIDTH),
    .TWIDDLE_REAL(TWIDDLE_REAL),    
    .TWIDDLE_IMAG(TWIDDLE_IMAG)     
  ) bfly_14_15 (
    .clk(clk),
    .enable(enable),
    .rst_n(rst_n),
    .real_in0(stage1_r[14]), 
    .imag_in0(stage1_i[14]),
    .real_in1(stage1_r[15]), 
    .imag_in1(stage1_i[15]),
    .real_out0(stage0_r[14]), 
    .imag_out0(stage0_i[14]),
    .real_out1(stage0_r[15]), 
    .imag_out1(stage0_i[15])
  );
generate
  for (i = 0; i < 16; i = i + 1) begin : output_assign
    assign Zr[i] = stage0_r[i];
    assign Zi[i] = stage0_i[i];
  end
endgenerate
endmodule
module butterfly_type1 #(
    parameter DATA_WIDTH = 16
)(
    input  logic clk, 
    input  logic enable,
    input  logic rst_n, 
    input  logic signed [DATA_WIDTH-1:0] real_in0, 
    input  logic signed [DATA_WIDTH-1:0] imag_in0,
    input  logic signed [DATA_WIDTH-1:0] real_in1, 
    input  logic signed [DATA_WIDTH-1:0] imag_in1,
    output logic signed [DATA_WIDTH-1:0] real_out0, 
    output logic signed [DATA_WIDTH-1:0] imag_out0,
    output logic signed [DATA_WIDTH-1:0] real_out1, 
    output logic signed [DATA_WIDTH-1:0] imag_out1
);
    logic signed [DATA_WIDTH-1:0] real_add, imag_add;
    logic signed [DATA_WIDTH-1:0] real_sub, imag_sub;
    always_ff @(posedge clk) begin
        real_add <= real_in0 + real_in1;
        imag_add <= imag_in0 + imag_in1;
        real_sub <= real_in0 - real_in1;
        imag_sub <= imag_in0 - imag_in1;
    end
    assign real_out0 = real_add;
    assign imag_out0 = imag_add;
    assign real_out1 = real_sub;
    assign imag_out1 = imag_sub;
endmodule
module butterfly_type2 #(
    parameter DATA_WIDTH = 16
)(
    input  logic clk,
    input  logic enable,
    input  logic rst_n, 
    input  logic signed [DATA_WIDTH-1:0] real_in0,
    input  logic signed [DATA_WIDTH-1:0] imag_in0,
    input  logic signed [DATA_WIDTH-1:0] real_in1, 
    input  logic signed [DATA_WIDTH-1:0] imag_in1,
    output logic signed [DATA_WIDTH-1:0] real_out0,
    output logic signed [DATA_WIDTH-1:0] imag_out0,
    output logic signed [DATA_WIDTH-1:0] real_out1,
    output logic signed [DATA_WIDTH-1:0] imag_out1
);
    logic signed [DATA_WIDTH-1:0] real_temp0, imag_temp0;
    logic signed [DATA_WIDTH-1:0] real_temp1, imag_temp1;
    always_ff @(posedge clk) begin
        real_temp0 <= real_in0 - imag_in1;
        imag_temp0 <= imag_in0 + real_in1;
        real_temp1 <= real_in0 + imag_in1;
        imag_temp1 <= imag_in0 - real_in1;
    end
    assign real_out0 = real_temp0;
    assign imag_out0 = imag_temp0;
    assign real_out1 = real_temp1;
    assign imag_out1 = imag_temp1;
endmodule
module butterfly_type3 #(
    parameter DATA_WIDTH = 16,
    parameter INVERT_MODE = 0  
)(
    input  logic clk,
    input  logic enable,
    input  logic rst_n, 
    input  logic signed [DATA_WIDTH-1:0] real_in0, 
    input  logic signed [DATA_WIDTH-1:0] imag_in0,
    input  logic signed [DATA_WIDTH-1:0] real_in1,
    input  logic signed [DATA_WIDTH-1:0] imag_in1,
    output logic signed [DATA_WIDTH-1:0] real_out0,
    output logic signed [DATA_WIDTH-1:0] imag_out0,
    output logic signed [DATA_WIDTH-1:0] real_out1,
    output logic signed [DATA_WIDTH-1:0] imag_out1
); 
    localparam signed [DATA_WIDTH-1:0] SQRT2_HALF = 16'sd23170;
    logic signed [DATA_WIDTH-1:0] sum, diff;
    logic signed [2*DATA_WIDTH-1:0] mult_sum, mult_diff;
    always_ff @(posedge clk) begin
        sum  <= real_in1 + imag_in1;
        diff <= real_in1 - imag_in1;
    end
    always_ff @(posedge clk) begin
        mult_sum  <= sum * SQRT2_HALF; 
        mult_diff <= diff * SQRT2_HALF; 
    end
    logic signed [DATA_WIDTH-1:0] twiddle_mult_real, twiddle_mult_imag;
    always_ff @(posedge clk) begin
    if (enable) begin
    end
    end
    always_ff @(posedge clk) begin
        twiddle_mult_real <= (mult_sum + (1 << (DATA_WIDTH - 1))) >>> DATA_WIDTH;  
        twiddle_mult_imag <= (mult_diff + (1 << (DATA_WIDTH - 1))) >>> DATA_WIDTH; 
    end
    generate 
        if (INVERT_MODE == 0) begin : invert_mode
	        always_ff @(posedge clk) begin
                real_out0 <= real_in0 + twiddle_mult_real;
                imag_out0 <= imag_in0 - twiddle_mult_imag;
                real_out1 <= real_in0 - twiddle_mult_real;
                imag_out1 <= imag_in0 + twiddle_mult_imag;
            end 
        end else begin : non_invert_mode
            always_ff @(posedge clk) begin
                real_out0 <= real_in0 - twiddle_mult_imag;
                imag_out0 <= imag_in0 - twiddle_mult_real;
                real_out1 <= real_in0 + twiddle_mult_imag;
                imag_out1 <= imag_in0 + twiddle_mult_real;
            end
        end
    endgenerate
        assign enable = 1'b1;
endmodule
module butterfly_type4 #(
    parameter DATA_WIDTH = 16,
    parameter signed [DATA_WIDTH-1:0] TWIDDLE_REAL,
    parameter signed [DATA_WIDTH-1:0] TWIDDLE_IMAG  
)(
    input  logic clk,
    input  logic enable,
    input  logic rst_n, 
    input  logic signed [DATA_WIDTH-1:0] real_in0, 
    input  logic signed [DATA_WIDTH-1:0] imag_in0,
    input  logic signed [DATA_WIDTH-1:0] real_in1, 
    input  logic signed [DATA_WIDTH-1:0] imag_in1,
    output logic signed [DATA_WIDTH-1:0] real_out0, 
    output logic signed [DATA_WIDTH-1:0] imag_out0,
    output logic signed [DATA_WIDTH-1:0] real_out1, 
    output logic signed [DATA_WIDTH-1:0] imag_out1
);
    logic signed [DATA_WIDTH-1:0] sum;
    logic signed [DATA_WIDTH-1:0] diff;
    logic signed [2*DATA_WIDTH-1:0] mult_real;
    logic signed [2*DATA_WIDTH-1:0] mult_imag;
    logic signed [DATA_WIDTH-1:0] twiddle_mult_real;
    logic signed [DATA_WIDTH-1:0] twiddle_mult_imag;
    always_ff @(posedge clk) begin
        mult_real <= (real_in1 * TWIDDLE_REAL) - (imag_in1 * TWIDDLE_IMAG);
    end
    always_ff @(posedge clk) begin
	    mult_imag <= (real_in1 * TWIDDLE_IMAG) + (imag_in1 * TWIDDLE_REAL);
    end
    always_ff @(posedge clk) begin
        twiddle_mult_real <= (mult_real + (1 << (DATA_WIDTH - 1))) >> DATA_WIDTH;  
        twiddle_mult_imag <= (mult_imag + (1 << (DATA_WIDTH - 1))) >> DATA_WIDTH;
    end
    assign real_out0 = real_in0 - twiddle_mult_real;
    assign imag_out0 = imag_in0 - twiddle_mult_imag;
    assign real_out1 = real_in0 + twiddle_mult_real;
    assign imag_out1 = imag_in0 + twiddle_mult_imag;
    assign enable = 1'b1;
endmodule
```
`flow/run.sh`:
```
#!/bin/bash
# OpenROAD 26Q1-2900-gdf79404cd8, Yosys 0.63+post, stock flow scripts
make -C /OpenROAD-flow-scripts/flow DESIGN_CONFIG=/design/flow/config.mk WORK_HOME=/design/flow/orfs finish
```
==> summary.txt <==
Results of the implementation run.

The library cell with the largest summed area after synthesis is sky130_fd_sc_hd__dfxtp_1. The top-area cell type share of the netlist area came out at 27.1%. The cell with the most instances after synthesis is sky130_fd_sc_hd__ha_1.

The first error in the log reads "ERROR: Found 1 problems in 'check -assert'". The synth_stat.txt file lists the number of cells as 14252. The warning count from the yosys run came out at 0. For reference, the top cells by area after synthesis are sky130_fd_sc_hd__dfxtp_1, sky130_fd_sc_hd__ha_1, sky130_fd_sc_hd__fa_1.

The post-synth count of flops with an enable pin is 0. The post-synth area from yosys stat is 130000 µm². The proportion of register bits with asynchronous set or reset after synthesis is 0%. The post-synth register bit count is 1754. The portion of the post-synthesis area used by sequential elements is 27.1%. Per the run summary, the flow got no further than synthesis (1_2_yosys). The number of different library cells in the post-synthesis netlist came out at 69.

The run stopped with a tool error. Counting instances in the post-synthesis netlist gives the leading cell types as sky130_fd_sc_hd__ha_1, sky130_fd_sc_hd__inv_1, sky130_fd_sc_hd__dfxtp_1, sky130_fd_sc_hd__xnor2_1, sky130_fd_sc_hd__nor2_1. Among all flip-flop cells after synthesis, the most frequent one is sky130_fd_sc_hd__dfxtp_1.
[cell families after synthesis]
logic type / Yosys count / share of synthesized area (%)
buffers and inverters: 2649 / 8.07
other: 1 / 0.00289
flip-flops: 1754 / 27.1
XOR/XNOR: 1475 / 9.96
AND-OR/OR-AND: 2411 / 11.9
adder cells (fa/ha/maj): 2948 / 31.7
multiplexers: 3 / 0.0232
AND/OR/NAND/NOR: 3011 / 11.3
